File: /design/flow/design.v
module scan_code_to_ascii (
    input [7:0] scan_code,
    output reg [7:0] ascii
);
    always @(*) begin
        case (scan_code)
            8'h76: ascii = 8'h1B;  
            8'h05: ascii = 8'h00;  
            8'h06: ascii = 8'h00;  
            8'h04: ascii = 8'h00;  
            8'h0C: ascii = 8'h00;  
            8'h03: ascii = 8'h00;  
            8'h0b: ascii = 8'h00;  
            8'h83: ascii = 8'h00;  
            8'h0a: ascii = 8'h00;  
            8'h01: ascii = 8'h00;  
            8'h09: ascii = 8'h00;  
            8'h78: ascii = 8'h00;  
            8'h07: ascii = 8'h00;  
            8'h0E: ascii = 8'h60;  
            8'h16: ascii = 8'h31;  
            8'h1E: ascii = 8'h32;  
            8'h26: ascii = 8'h33;  
            8'h25: ascii = 8'h34;  
            8'h2E: ascii = 8'h35;  
            8'h36: ascii = 8'h35;  
            8'h3D: ascii = 8'h37;  
            8'h3E: ascii = 8'h38;  
            8'h46: ascii = 8'h39;  
            8'h45: ascii = 8'h30;  
            8'h4E: ascii = 8'h2D;  
            8'h55: ascii = 8'h3D;  
            8'h5D: ascii = 8'h5C;  
            8'h66: ascii = 8'h00;  
            8'h0D: ascii = 8'h00;  
            8'h15: ascii = 8'h51;  
            8'h1D: ascii = 8'h57;  
            8'h24: ascii = 8'h45;  
            8'h2D: ascii = 8'h52;  
            8'h2C: ascii = 8'h54;  
            8'h35: ascii = 8'h59;  
            8'h3C: ascii = 8'h55;  
            8'h43: ascii = 8'h49;  
            8'h44: ascii = 8'h4F;  
            8'h4D: ascii = 8'h50;  
            8'h54: ascii = 8'h5B;  
            8'h5B: ascii = 8'h5D;  
            8'h58: ascii = 8'h00;  
            8'h1C: ascii = 8'h41;  
            8'h1B: ascii = 8'h53;  
            8'h23: ascii = 8'h44;  
            8'h2B: ascii = 8'h46;  
            8'h34: ascii = 8'h47;  
            8'h33: ascii = 8'h48;  
            8'h3B: ascii = 8'h4A;  
            8'h42: ascii = 8'h4B;  
            8'h4B: ascii = 8'h4C;  
            8'h4C: ascii = 8'h3B;  
            8'h52: ascii = 8'h27;  
            8'h5A: ascii = 8'h00;  
            8'h12: ascii = 8'h00;  
            8'h1A: ascii = 8'h5A;  
            8'h22: ascii = 8'h58;  
            8'h21: ascii = 8'h43;  
            8'h2A: ascii = 8'h56;  
            8'h32: ascii = 8'h42;  
            8'h31: ascii = 8'h4E;  
            8'h3A: ascii = 8'h4D;  
            8'h41: ascii = 8'h2C;  
            8'h49: ascii = 8'h2E;  
            8'h4A: ascii = 8'h2F;  
            8'h59: ascii = 8'h00;  
            8'h14: ascii = 8'h00;  
            8'h11: ascii = 8'h00;  
            8'h29: ascii = 8'h00;  
            8'h70: ascii = 8'h00;  
            8'h7D: ascii = 8'h00;  
            8'h71: ascii = 8'h00;  
            8'h7A: ascii = 8'h00;  
            8'h75: ascii = 8'h00;  
            8'h6B: ascii = 8'h00;  
            8'h72: ascii = 8'h00;  
            8'h74: ascii = 8'h00;  
            default: ascii = 8'h00;
        endcase
    end
endmodule
File: /design/flow/run.sh
#!/bin/bash
# OpenROAD 26Q1-2900-gdf79404cd8, Yosys 0.63+post, stock flow scripts
make -C /OpenROAD-flow-scripts/flow DESIGN_CONFIG=/design/flow/config.mk WORK_HOME=/design/flow/orfs finish
File: /design/flow/config.mk
export PLATFORM = sky130hd
export DESIGN_NAME = scan_code_to_ascii
export DESIGN_NICKNAME = scan_code_to_ascii
export VERILOG_FILES = /design/flow/design.v
export SDC_FILE = /design/flow/constraint.sdc
export NUM_CORES = 4
export LEC_CHECK = 1
export CORE_AREA = 10 10 80 80
export DIE_AREA = 0 0 90 90
export SYNTH_HDL_FRONTEND = slang
File: /design/flow/constraint.sdc
current_design scan_code_to_ascii

set clk_period 3.2
set clk_io_pct 0.2

create_clock -name clk0 -period $clk_period

set non_clock_inputs [all_inputs -no_clocks]
set_input_delay [expr $clk_period * $clk_io_pct] -clock clk0 $non_clock_inputs
set_output_delay [expr $clk_period * $clk_io_pct] -clock clk0 [all_outputs]
==> impl_metrics.ini <==
; implementation run metrics
[logic_synthesis]
postSynthSeqShare_pct = 0
synth_area_per_cell_um2 = 6.57
top_cell_area_share_pct = 9.32
ys_cells = 143
syn_inst = 143
ys_area_um2 = 940
synth.largest_area_cell = ha_1
ys_types = 45
synthTopCellsByArea = ha_1 9.3%, nand2_1 8.4%, o21ai_0 4.8%
syn-cell-area_um2 = 940
yosys_warnings = 0

[setup_path]
critPathMaxFanout = 14
start_kind = primary input
cp_data_required_time_ns = 2.56
cp.arrival_ns = 2.49
critPathCaptureType = output pin
path_class = in2out

[final_timing]
clock.fmax_mhz = 320
slew_viol_final = 0
finalCritPeriodShare_pct = 97.8
finalCriticalPeriod_ns = 3.13
setup_ws_ns = 0.0707
holdWs_ns = 2.25
hold_viol = 0
grt_setup_unrepaired = true
finalSetupViolCount = 0

[finish]
final_area_um2 = 1560
syn2layout_area_growth_pct = 65.9
regArea_um2 = 0
lay_top_cells = 43 x buf_4, 21 x nand2_1, 9 x o21ai_0
final_cells = 261
seq_cells = 0
drive_above_1_share_pct = 38.7
lay_top_count = buf_4
clkbuf_count = 0

[flow_run]
warnings = 38
drv_cap = 0

[power_and_ir_drop]
p_leak_nw = 0.651
power_density_nw_per_um2 = 134
ir_drop_v = 0.0000293

[grt]
grt_overflow = 0
grt_max_degree = 15
grt_pass1_wl_um = 6290
track_usage_pct = 8.94
grt_pass1_vias = 1327
antenna_found_initial = 0

[routing]
avgViaCountPerCell = 5.00
drc_errors = 0
wire_per_inst_um = 14.1
first_iter_violations = 166
ant_nets = 0
antennaDiodeCount = 0
route.met3.wl_um = 330
drt_first_pass_iters = 4
routed-wl-met2_um = 1650
top_layer = met4
met1_length_um = 1640
vias = 1306
wirelength_um = 3690

[place]
dp.cells = 256
gp_congestion = 0.955
port_buffers = 15
dp_hpwl_um = 2810
place_worst_setup_slack_ns = -0.351
place_area_um2 = 1430

[floorplan]
io_pins = 16
core_area_um2 = 4720
dieArea_um2 = 8100
die_x_um = 90
die_y_um = 90
fp-utilization_pct = 19.9
rows = 25

[hold_path]
hp-class = in2out

[outcome]
outcome = finished, final reports clean
==> worst paths after layout <==
| check | from | end | depth (start not counted) |
|---|---|---|---|
| setup / recovery | scan_code[2] | ascii[2] | 8 |
| hold / removal | scan_code[1] | ascii[4] | 7 |
==> kinds of logic (layout without fill, tap and decap cells) <==
logic type / count (synthesis) / in the layout / synth area share, %
other: 1 / 1 / 0.399
multiplexers: 4 / 4 / 5.73
AND-OR/OR-AND: 53 / 53 / 40.9
buffers and inverters: 20 / 71 / 12.8
adder cells (fa/ha/maj): 7 / 7 / 9.32
AND/OR/NAND/NOR: 58 / 58 / 30.9
==> final cells by class <==
cell class         count  area [µm²]
fillers              473        3160
inverters              6        22.5
multi-input cells    123         892
well taps             67        83.8
repair buffers        65         561
==> layer usage <==
metal | track usage, % | up-vias
met1 | 12.1 | 593
met2 | 14.2 | 62
li1 | - | 643
met3 | 1.59 | 8
met5 | 0 | -
met4 | 2.52 | 0
==> Yosys cell counts (2+ instances only) <==
| master | instances |
|---|---|
| a31oi_1 | 6 |
| and2b_1 | 2 |
| nor2b_1 | 4 |
| mux2i_1 | 2 |
| and3_1 | 2 |
| buf_4 | 3 |
| nand2b_1 | 7 |
| a211oi_1 | 3 |
| clkbuf_1 | 4 |
| nand3_1 | 4 |
| a311oi_1 | 3 |
| o221ai_1 | 2 |
| a21oi_1 | 8 |
| buf_2 | 3 |
| ha_1 | 7 |
| buf_6 | 4 |
| nor2_1 | 7 |
| a31o_2 | 3 |
| nand2_1 | 21 |
| o211ai_1 | 6 |
| nor3_1 | 5 |
| inv_1 | 5 |
| o21ai_0 | 9 |
| and2_1 | 2 |
==> power breakdown <==
part / internal, W / switching (W) / total [W]
Sequential: 0 / 0 / 0
Clock: 0 / 0 / 0
Combinational: 0.000109 / 0.0000990 / 0.000208
Total: 0.000109 / 0.0000990 / 0.000208
==> what timing repair did <==
action | CTS | global route
hold buffers | 0 | 0
endpoints found under the setup margin | 7 | 5
pin swaps | 6 | 3
buffers inserted | 2 | 0
gates resized | 29 | 5
cloned | 3 | 0
==> worst max-delay path, cell delays in order <==
cell and delay, ns:
clkdlybuf4s15_1 0.24, buf_12 0.18, and2b_2 0.23, and2_1 0.19, o21ai_0 0.17, a31oi_1 0.12
a211oi_2 0.22, clkdlybuf4s50_1 0.50
==> through the flow <==
stage,power (W),TNS [ns],utilization [%]
finish,0.000208,0,33.0
global route,0.000227,-0.0344,33.0
CTS,0.000205,0,33.0
detailed placement,0.000186,-2.18,30.2
global placement,0.000188,-2.11,30.2
floorplan,0.000100,0,-
Power is estimated from default activity; no workload was simulated.
