<file path="config.mk">
export PLATFORM = sky130hd
export DESIGN_NAME = ALU
export DESIGN_NICKNAME = ALU
export VERILOG_FILES = /design/flow/design.v
export SDC_FILE = /design/flow/constraint.sdc
export NUM_CORES = 4
export LEC_CHECK = 1
export CORE_AREA = 10 10 70 70
export DIE_AREA = 0 0 80 80
export SYNTH_HDL_FRONTEND = slang
</file>
<file path="constraint.sdc">
current_design ALU

set clk_period 4.9
set clk_io_pct 0.2

create_clock -name clk0 -period $clk_period

set non_clock_inputs [all_inputs -no_clocks]
set_input_delay [expr $clk_period * $clk_io_pct] -clock clk0 $non_clock_inputs
set_output_delay [expr $clk_period * $clk_io_pct] -clock clk0 [all_outputs]
</file>
<file path="design.v">
module MuxKeyInternal #(NR_KEY = 2, KEY_LEN = 1, DATA_LEN = 1, HAS_DEFAULT = 0) (
  output reg [DATA_LEN-1:0] out,
  input [KEY_LEN-1:0] key,
  input [DATA_LEN-1:0] default_out,
  input [NR_KEY*(KEY_LEN + DATA_LEN)-1:0] lut
);
  localparam PAIR_LEN = KEY_LEN + DATA_LEN;
  wire [PAIR_LEN-1:0] pair_list [NR_KEY-1:0];
  wire [KEY_LEN-1:0] key_list [NR_KEY-1:0];
  wire [DATA_LEN-1:0] data_list [NR_KEY-1:0];
  generate
    for (genvar n = 0; n < NR_KEY; n = n + 1) begin
      assign pair_list[n] = lut[PAIR_LEN*(n+1)-1 : PAIR_LEN*n];
      assign data_list[n] = pair_list[n][DATA_LEN-1:0];
      assign key_list[n]  = pair_list[n][PAIR_LEN-1:DATA_LEN];
    end
  endgenerate
  reg [DATA_LEN-1 : 0] lut_out;
  reg hit;
  integer i;
  always @(*) begin
    lut_out = 0;
    hit = 0;
    for (i = 0; i < NR_KEY; i = i + 1) begin
      lut_out = lut_out | ({DATA_LEN{key == key_list[i]}} & data_list[i]);
      hit = hit | (key == key_list[i]);
    end
    if (!HAS_DEFAULT) out = lut_out;
    else out = (hit ? lut_out : default_out);
  end
endmodule
module MuxKey #(NR_KEY = 2, KEY_LEN = 1, DATA_LEN = 1) (
  output [DATA_LEN-1:0] out,
  input [KEY_LEN-1:0] key,
  input [NR_KEY*(KEY_LEN + DATA_LEN)-1:0] lut
);
  MuxKeyInternal #(NR_KEY, KEY_LEN, DATA_LEN, 0) i0 (out, key, {DATA_LEN{1'b0}}, lut);
endmodule
module MuxKeyWithDefault #(NR_KEY = 2, KEY_LEN = 1, DATA_LEN = 1) (
  output [DATA_LEN-1:0] out,
  input [KEY_LEN-1:0] key,
  input [DATA_LEN-1:0] default_out,
  input [NR_KEY*(KEY_LEN + DATA_LEN)-1:0] lut
);
  MuxKeyInternal #(NR_KEY, KEY_LEN, DATA_LEN, 1) i0 (out, key, default_out, lut);
endmodule
module ALU (
    input [3:0] a,
    input [3:0] b,
    input [2:0] op,
    output [3:0] result,
    output      zero,
    output      c_out,
    output      of
);
    wire [3:0] w_arithmatic;
    wire [3:0] w_logic;
    Arithmetic i0 (
        .a(a),
        .b(b),
        .op(op),
        .sum(w_arithmatic),
        .zero(zero),
        .c_out(c_out),
        .of(of)
    );
    Logic i1 (
        .a(a),
        .b(b),
        .op(op),
        .y(w_logic)
    );
    MuxKey #(8, 3, 4) i2 (result, op, {
        3'b000, w_arithmatic,  
        3'b001, w_arithmatic,  
        3'b010, w_logic,  
        3'b011, w_logic,  
        3'b100, w_logic,  
        3'b101, w_logic,  
        3'b110, {3'b000, w_arithmatic[3] ^ of},  
        3'b111, {3'b000, zero}  
    });
endmodule
module ALU_behavior (
    input [3:0] a,
    input [3:0] b,
    input [2:0] op,
    output reg [3:0] result,
    output reg      zero,
    output reg      c_out,
    output reg      of
);
    always begin
        case (op)
            3'b000: begin
                { c_out, result } = a + b;  
                zero = (result == 4'd0) ? 1 : 0;
                of = (a[3] == b[3]) && (result[3] != a[3]); 
            end
            3'b001: begin
                { c_out, result } = a - b;   
                zero = (result == 4'd0) ? 1 : 0; 
                of = (a[3] == b[3]) && (result[3] != a[3]); 
            end
            3'b010: begin
                result = ~a;   
                c_out = 1'd0;
                zero = 1'd0;
                of = 1'd0;
            end
            3'b011: begin
                result = a & b;  
                c_out = 1'd0;
                zero = 1'd0;
                of = 1'd0;
            end
            3'b100: begin
                result = a | b;   
                c_out = 1'd0;
                zero = 1'd0;
                of = 1'd0;
            end
            3'b101: begin
                result = a ^ b;  
                c_out = 1'd0;
                zero = 1'd0;
                of = 1'd0;
            end
            3'b110: begin
                result = (a < b) ? 1 : 0;  
                c_out = 1'd0;
                zero = 1'd0;
                of = 1'd0;
            end
            3'b111: begin
                result = (a == b) ? 1 : 0;  
                c_out = 1'd0;
                zero = 1'd0;
                of = 1'd0;
            end
        endcase
    end
endmodule
module Arithmetic (
    input [3:0] a,
    input [3:0] b,
    input [2:0] op,
    output [3:0] sum,
    output      zero,
    output      c_out,
    output      of
);
    wire w_sub;
    wire [3:0] w_b;
    assign w_sub = ((op == 3'b001) || (op == 3'b110) || (op == 3'b111)) ? 1 : 0;
    assign w_b = ( {4{w_sub}} ^ b );
    add4 i0 (
        .a(a),
        .b(w_b),
        .c_in(w_sub),
        .sum(sum),
        .zero(zero),
        .c_out(c_out),
        .of(of)
    );
endmodule
module Logic (
    input [3:0] a,
    input [3:0] b,
    input [2:0] op,
    output [3:0] y
);
    wire [3:0] w_not;
    wire [3:0] w_and;
    wire [3:0] w_or;
    wire [3:0] w_xor;
    assign w_not = ~a;
    assign w_and = a & b;
    assign w_or  = a | b;
    assign w_xor = a ^ b;
    MuxKeyWithDefault #(4, 3, 4) i0 (y, op, 4'b0000, {
        3'b010, w_not,
        3'b011, w_and,
        3'b100, w_or, 
        3'b101, w_xor
    });
endmodule
module add4 (
    input [3:0] a,
    input [3:0] b,
    input       c_in,
    output [3:0] sum,
    output      zero,
    output      c_out,
    output      of
);
    assign { c_out, sum } = a + b + {3'b000, c_in};
    assign of = (a[3] == b[3]) && (sum[3] != a[3]);
    assign zero = ~(| sum);
endmodule
</file>
<file path="run.sh">
#!/bin/bash
# OpenROAD 26Q1-2900-gdf79404cd8, Yosys 0.63+post, stock flow scripts
make -C /OpenROAD-flow-scripts/flow DESIGN_CONFIG=/design/flow/config.mk WORK_HOME=/design/flow/orfs finish
</file>
==> out/qor.yml <==
cts:
  ctsHoldBuffers: 0
  cts_setup_buffers: 0
floorplanning:
  die_w_um: 80
  row_count: 21
  ios: 18
  fp_util_pct: 17.3
  core_area_mm2: 0.00342
  die_y_um: 80
  die-area_mm2: 0.00640
synthesis:
  netlist_area_um2: 589
  syn_avg_cell_area_um2: 7.10
  yosysMostFrequentCell: "nor2_1"
  area_leaders: "ha_1, nor2_1, xnor2_1, inv_1, a21oi_1"
  ys_seq_share_pct: 0
  yosys_cells: 83
  yosysTopAreaCellShare_pct: 23.4
  postSynthCellCount: 83
  yosysTopAreaCell: "ha_1"
  synth.distinct_cells: 28
  yosys_warnings: 0
  yosys-top-cells-count: "nor2_1, ha_1, inv_1"
  ys_area_um2: 589
final_timing:
  clock.fmax_mhz: 216
  rsz0062_at_grt: "false"
  finalCriticalPeriod_ns: 4.64
  slew_headroom_pct: 83.9
  slew_violations: 0
  tightest_slew_ns: 0.242
  setup_violations: 0
  finalHoldViolations: 0
  period_used_pct: 94.6
route:
  wirelength_mm: 1.56
  viasPerCell: 3.95
  top_layer: "met3"
  met3_length_um: 41
  drt-initial-drc-count: 32
  drt-pass1-iter-count: 4
  vias: 596
  wl_per_cell_um: 10.3
  route.detailed.drc: 0
  ant_nets: 0
  wl_met1_um: 751
  antennaDiodeCount: 0
  wl_met2_um: 765
grt:
  grt_pass1_wl_mm: 2.59
  grt-ovfl-total: 0
  antenna_found_initial: 0
  track_usage_pct: 4.74
  grt_max_degree: 17
  grt_pass1_vias: 610
critical_path:
  end_kind: "output port"
  critPathLaunchType: "primary input"
  path_class: "primary input to output port"
  path_max_fanout: 16
  critPathLaunch: "op[0]"
  critPathCapture: "result[0]"
  arrival_ns: 3.66
  cp.required_ns: 3.92
power_and_ir_drop:
  p_comb_share_pct: 100.0
  p_int_w: 0.0000620
  power_frac_clock_pct: 0
  powerDensity_mw_per_mm2: 123
  p_leak_nw: 0.413
  switching_share_pct: 43.4
  power.share.sequential_pct: 0
  ir_worst_vdd_mv: 0.0476
  power_w: 0.000110
  switching_power_w: 0.0000476
worst_hold_path:
  min_from: "op[1]"
  min_path_type: "primary input to output port"
placement:
  dp.cells: 151
  postPlaceCellArea_um2: 853
  hpwl_mm: 1.35
  routabilityCongestion: 0.810
  numPortBuffers: 18
run:
  openroad.warnings: 36
  cap_violations: 0
run_status:
  outcome: "complete, no violations"
final_layout:
  flop_area_um2: 0
  drive_gt1_share_pct: 15.2
  stdcell_count: 151
  ff_count: 0
  stdcell_area_um2: 893
  nClkBuffers: 0
  area_delta_synth_final_pct: 51.6
[power by group through the flow]
| stage | registers (W) | logic (W) | clock network, W |
|---|---|---|---|
| 4_1_cts | 0 | 0.000107 | 0 |
| 6_report | 0 | 0.000110 | 0 |
| 5_1_grt | 0 | 0.000123 | 0 |
[critical path, cell delays in order]
cell and delay (ns):
clkdlybuf4s50_1 0.54, buf_4 0.24, a211o_2 0.19, nand2_1 0.06
fa_1 0.42, xor2_2 0.17, nand3b_1 0.16, nor4b_2 0.23
mux2i_1 0.10, nand3_1 0.10, clkdlybuf4s50_1 0.47
[how the worst min path moves through the flow]
stage	to	depth (start not counted)
final	result[2]	4
after global routing	result[2]	4
after CTS	result[2]	4
[stage by stage]
stage	setup TNS, ns	utilization, %	worst slack (ns)	hold slack [ns]
2_1_floorplan	0	-	0.979	2.12
3_3_place_gp	-0.00962	25.0	-0.00962	3.17
3_5_place_dp	-0.0126	25.0	-0.0126	3.17
4_1_cts	0	25.1	0.0442	3.17
5_1_grt	0	26.2	0.0690	2.88
6_report	0	26.2	0.264	2.80
[cells in the final DEF, fill, tap and decap left out, drive strengths merged]
master | Yosys | layout
buf | 3 | 8
ha | 11 | 11
clkdlybuf4s50 | 0 | 16
or2b | 1 | 1
nor3 | 1 | 1
nand2 | 4 | 4
nor4b | 1 | 1
o21ai | 4 | 4
a221oi | 1 | 1
nand3 | 1 | 1
a211oi | 1 | 1
nand4b | 1 | 1
a21oi | 8 | 8
xnor2 | 5 | 5
and2 | 1 | 1
nand2b | 2 | 2
a221o | 1 | 1
a211o | 1 | 1
dlymetal6s2s | 0 | 2
nand3b | 3 | 3
mux2i | 2 | 2
nor2b | 2 | 2
o22ai | 2 | 2
xor2 | 1 | 1
and3 | 1 | 1
nor2 | 12 | 12
inv | 11 | 11
fa | 1 | 1
[per-layer routing]
layer  up-vias  track usage [%]
met1       262             5.82
li1        326                -
met3         0            0.455
met2         8             9.07
met5         -                0
met4         0                0
[final cells by class]
cell class | instances | area (µm²)
multi-input cells | 68 | 549
inverters | 11 | 41.3
well taps | 46 | 57.6
repair buffers | 26 | 245
fillers | 388 | 2520
[kinds of logic (layout without fill, tap and decap cells)]
family | Yosys count | count (layout) | share of synthesized area (%)
fa+ha+maj | 12 | 12 | 26.8
xor+xnor | 6 | 6 | 8.92
simple gates | 30 | 30 | 26.7
buf+inv | 15 | 37 | 12.7
compound gates | 18 | 18 | 21.4
mux | 2 | 2 | 3.40
[repair_timing]
item,4_1_cts,5_1_grt
endpoints found under the setup margin,1,2
pin swaps,0,2
resized,1,7
