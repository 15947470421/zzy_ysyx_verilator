File: design.v
module encode83(
    input [7:0] x,
    input  en,
    output reg [2:0] y,
    output reg in_val  
);
    integer i;
    always @(x or en) begin
        if (en) begin
            y = 0;
            for( i = 0; i <= 7; i = i + 1)
                if(x[i] == 1)    y = i[2:0];
        end
        else begin  
            y = 0;
        end
    end
    always @(x) begin
        if (x == 0) begin
            in_val = 1'b0;
        end
        else begin
            in_val = 1'b1;
        end
    end
endmodule
File: run.sh
#!/bin/bash
# OpenROAD 26Q1-2900-gdf79404cd8, Yosys 0.63+post, stock flow scripts
make -C /OpenROAD-flow-scripts/flow DESIGN_CONFIG=/design/flow/config.mk WORK_HOME=/design/flow/orfs finish
File: config.mk
export PLATFORM = sky130hd
export DESIGN_NAME = encode83
export DESIGN_NICKNAME = encode83
export VERILOG_FILES = /design/flow/design.v
export SDC_FILE = /design/flow/constraint.sdc
export NUM_CORES = 4
export LEC_CHECK = 1
export CORE_AREA = 10 10 70 70
export DIE_AREA = 0 0 80 80
export SYNTH_HDL_FRONTEND = slang
File: constraint.sdc
current_design encode83

set clk_period 1.0
set clk_io_pct 0.2

create_clock -name clk0 -period $clk_period

set non_clock_inputs [all_inputs -no_clocks]
set_input_delay [expr $clk_period * $clk_io_pct] -clock clk0 $non_clock_inputs
set_output_delay [expr $clk_period * $clk_io_pct] -clock clk0 [all_outputs]
==> flow_summary.ini <==
; generated from flow reports
[timing]
slew_headroom = 0.860
hold_viol = 0
rsz0062_at_grt = true
max_freq_mhz = 903
fin_crit_sh = 1.11
setup_violations = 4
worst_pin_slew_ps = 208
maxSlewViolCount = 0
min_period_ps = 1110
fin_ws_ps = -107

[floorplanning]
rows = 21
fp-utilization = 0.0242
die_h_um = 80
chipArea_um2 = 6400
die_x_um = 80
ios = 13
core_area_um2 = 3420

[grt]
grt_max_degree = 4
grt_pass1_vias = 173
antenna_found_initial = 0
grtUsageTotal = 0.0150
grt_pass1_wl_um = 834
gr-total-overflow = 0

[run]
warnings = 34
drv_cap = 0

[drt]
antenna_left = 0
dr.pass1.iters = 2
vias = 168
vias_per_cell = 2.18
drc = 0
diodes = 0
drt_wl_total_um = 537
wl_per_cell_um = 6.97
drt_iter0_markers = 3

[logic_synthesis]
area_leaders = o41ai_2 20%, nor4_2 15%, nor2_1 14%, o31a_1 11%, inv_1 9.1%
yosysUniqueCellTypes = 10
synth_area_leader_cell = o41ai_2
yosys_warnings = 0
syn_area_per_cell_um2 = 6.35
synth.cell_area_um2 = 82.6
yosys.stat.seqShare = 0
synth_stat.cells = 13
synth_top_cell_by_count = nor2_1
synth_top_area_share = 0.197
syn-instance-count = 13
ys_chip_area_um2 = 82.6
synthTopCellsByCount = 3 x nor2_1, 2 x inv_1

[critical_path]
cp-end-kind = primary output
required_ps = 800
worstPathArrival_ps = 910
critical_path_class = primary input to primary output
critPathLaunchType = primary input
cp_max_fo = 2

[finish]
nFlopsAndLatches = 0
area_growth_pct = 282
fin_cells = 77
design_area_um2 = 315
seq_area_um2 = 0
nClkBuffers = 0
fin_util = 0.0923
drive_gt1_frac = 0.774

[placed_design]
dpl_cell_area_um2 = 270
port_buffers = 13
placed_cells = 72
gp_congestion = 0.762
detailed_place_hpwl_um = 431

[pwr]
peakVddDrop_mv = 0.0288
power_leakage_nw = 0.124
power_density_nw_per_um2 = 301

[hold_path]
hold_class = primary input to primary output

[status]
violations = negative setup slack
status = complete, but fails checks

[clock_network]
holdBufCountCts = 0
-- through the flow --
stage / setup WS (ps) / hold slack [ps] / total power, mW / setup TNS [ps]
6_report: -107 / 712 / 0.0948 / -193
3_3_place_gp: -745 / 1360 / 0.0812 / -2830
2_1_floorplan: 237 / 438 / 0.0170 / 0
5_1_grt: -162 / 736 / 0.103 / -381
4_1_cts: -100 / 653 / 0.0914 / -283
3_5_place_dp: -757 / 1370 / 0.0818 / -2910
-- routing by layer --
layer	global-route usage	vias up	part of all wire
li1	-	84	-
met1	0.0204	75	0.46
met2	0.0241	9	0.42
met3	0.00455	0	0.11
met4	0	0	0
met5	0	-	0
-- cell usage in the layout, fill, tap and decap left out, drive strengths merged --
cell          n
dlygate4sd2   2
nand3         1
o31a          1
nor4          1
nor2b         1
a21oi         1
buf          16
o41ai         1
nor2          3
inv           2
o21ai         1
nor3          1
-- power breakdown --
group          total (mW)  switching [mW]  internal (mW)
registers               0               0              0
clock network           0               0              0
logic              0.0948          0.0376         0.0571
total              0.0948          0.0376         0.0571
-- worst paths after layout --
check / to / cells after the start / startpoint
hold / removal: y[0] / 4 / en
setup / recovery: in_val / 5 / x[6]
-- logic make-up (layout without fill, tap and decap cells) --
group	Yosys count	in the layout	share of synthesized area
AND/OR/NAND/NOR	7	7	0.485
AND-OR/OR-AND	4	4	0.424
buffers and inverters	2	20	0.0909
-- what timing repair did --
action                     4_1_cts  5_1_grt
gates resized                   56        4
setup buffers                    4        1
pin swaps                        7        5
setup endpoints to repair        4        4
-- worst max-delay path, cell delays in order --
cell	delay (ps)
buf_8	100
nor4_4	270
buf_4	150
nand3_2	60
buf_2	120
-- layout make-up --
class	count	area, um^2
tap	46	57.6
fill	402	3100
multi-input combinational	11	108
inverter	2	7.51
timing repair buffer	18	143
No activity file was given, so power comes from the tool's default toggle rates.
